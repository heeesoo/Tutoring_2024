**flow/run.sh**
```bash
#!/bin/bash
# OpenROAD 26Q1-2900-gdf79404cd8, Yosys 0.63+post, stock flow scripts
make -C /OpenROAD-flow-scripts/flow DESIGN_CONFIG=/design/flow/config.mk WORK_HOME=/design/flow/orfs finish
```
**flow/config.mk**
```make
export PLATFORM = sky130hd
export DESIGN_NAME = decoder_4x16
export DESIGN_NICKNAME = decoder_4x16
export VERILOG_FILES = /design/flow/design.v
export SDC_FILE = /design/flow/constraint.sdc
export NUM_CORES = 4
export LEC_CHECK = 1
export CORE_AREA = 10 10 70 70
export DIE_AREA = 0 0 80 80
```
**flow/constraint.sdc**
```tcl
current_design decoder_4x16

set clk_period 1.0
set clk_io_pct 0.2

create_clock -name clk0 -period $clk_period

set non_clock_inputs [all_inputs -no_clocks]
set_input_delay [expr $clk_period * $clk_io_pct] -clock clk0 $non_clock_inputs
set_output_delay [expr $clk_period * $clk_io_pct] -clock clk0 [all_outputs]
```
**flow/design.v**
```verilog
module decoder_2x4 (
    en,
    din,
    dout
);
input en;
input [1:0] din;
output reg [3:0] dout;
wire [3:0] dout_i;
assign dout_i = (din == 2'b00)? 4'b0001 : 
                (din == 2'b01)? 4'b0010 :
                (din == 2'b10)? 4'b0100 :
                                4'b1000;  
always @(en or dout_i) begin
    dout = (en == 1'b1)? dout_i : 4'b0000;
end
endmodule
module decoder_4x16 (
    din,
    dout
);
input [3:0] din;  
output [15:0] dout;
wire [3:0] dec_4_dout;  
decoder_2x4 u_decoder_2x4_0 (
    .en(dec_4_dout[0]),
    .din(din[1:0]),
    .dout(dout[3:0])
);
decoder_2x4 u_decoder_2x4_1 (
    .en(dec_4_dout[1]),
    .din(din[1:0]),
    .dout(dout[7:4])
);
decoder_2x4 u_decoder_2x4_2 (
    .en(dec_4_dout[2]),
    .din(din[1:0]),
    .dout(dout[11:8])
);
decoder_2x4 u_decoder_2x4_3 (
    .en(dec_4_dout[3]),
    .din(din[1:0]),
    .dout(dout[15:12])
);
decoder_2x4 u_decoder_2x4_4 (
    .en(1'b1),
    .din(din[3:2]),
    .dout(dec_4_dout)
);
endmodule
```
==> impl_metrics.ini <==
; generated from flow reports
[outcome]
status = finished, violations left
violations = setup timing

[power_and_ir_drop]
intPower_mw = 0.1386
vdd_drop_max_mv = 0.08623
sw_frac_of_total = 0.3510
finalPower_mw = 0.2136
switchingPower_mw = 0.07496
seq_power_share = 0
clkPwrFrac = 0
p_leak_nw = 0.3207
power_per_cell_area_nw_per_um2 = 323.3
combPwrFrac = 1.000

[final_timing]
fin_crit_ns = 1.072
drv_slew = 0
final-setup-viol-count = 10
fmax_mhz = 932.6
slew_headroom = 0.8783
setup_ws_ns = -0.07226
hold_viol_final = 0
rsz0062_at_grt = true
fin_tns_setup_ns = -0.4087
finalCritPeriodShare = 1.072
worst_pin_slew_ns = 0.1818

[final_layout]
lay_top_cells = buf_2 (15), buf_6 (12), nor4b_4 (4), and4b_1 (4), buf_8 (4)
area_growth_pct = 191.7
drive_above_1_share = 0.8302
nClkBuffers = 0
n_sequential_cell = 0
lay_top_count = buf_2
seq_area_um2 = 0
fin_util = 0.1934
fillerInstances = 381
final_cell_area_um2 = 660.6

[routing]
drt-total-wl_um = 1195
num_vias = 329
drcViolationCount = 0
diodes = 0
first_pass_iters = 1
drt-wirelength-per-cell_um = 12.07
viasPerCell = 3.323
antenna_left = 0
drtIter0Drc = 0

[global_route]
grt_max_degree = 9
grt_pass1_wl_um = 1690
grt_pass1_vias = 325
grt_use_met2 = 0.04334
grtUsageTotal = 0.03163
grt-ovfl-total = 0
grt_use_met1 = 0.04351
globalRoute.busiestLayer = met1
antenna_found_initial = 0
met3_usage = 0.01932

[floorplan]
fp-utilization = 0.06630
num_rows = 21
die_x_um = 80
fp.coreArea_um2 = 3416
ioPinCount = 20
die-area_um2 = 6400
die_h_um = 80

[placement]
gp_congestion = 0.6564
postPlaceCellArea_um2 = 534.3
portBuffers = 20
dp_hpwl_um = 702.8
post-place-ws_ns = -0.7865

[worst_setup_path]
crit_slowest_cell = nor4b_4
critical_path_class = in -> out
cp.required_ns = 0.80
cp-end-kind = output port
cp-start-kind = input port
arrival_ns = 0.87
setup.worst_path.start = din[3]
path_buffers = 4
cp_max_fo = 6
critPathTopFamily = buffers and inverters
worst_path_most_repeated_cell = buf_6
crit_chain = buf_8 -> buf_6 -> buf_6 -> nor4b_4 -> buf_2
max_stage_delay_ns = 0.20

[flow_run]
cap_violations = 0
warnings = 34

[yosys]
synth_cells = 20
ys_warn_count = 1
seq_area_frac_synth = 0
ys_cells = 20
netlist_area_um2 = 226.5
avgSynthCellArea_um2 = 11.32
top_cells_by_area = nor4b_2 (27%), and4b_1 (18%), and4bb_1 (17%)
synth.top_cell.area_share = 0.2652
yosysUniqueCellTypes = 7
ys_area_um2 = 226.5
largest_area_cell = nor4b_2

[clock_tree]
cts_hold_buf = 0

[min_path]
hp-class = in -> out
hold_path_startpoint = din[2]
[cells by family after synthesis]
family,synth area share
and+or+nand+nor,0.8675
buffers and inverters,0.1326
[area by class of cell]
cell class	count	area [µm²]	area share
multi-input cells	16	240.2	0.3636
well taps	46	57.56	0.08712
repair buffers	37	362.8	0.5492
[final timing paths]
kind	end	slack, ns	cells after the start
setup / recovery	dout[4]	-0.07	5
hold / removal	dout[2]	0.71	4
[power groups by stage]
stage / logic [mW] / clock network (mW) / registers, mW
after CTS: 0.198 / 0 / 0
after global routing: 0.231 / 0 / 0
final: 0.214 / 0 / 0
[stage by stage]
step / hold WS, ns / cells
finish: 0.7111 / 99
detailed placement: 1.496 / 86
global placement: 1.485 / 86
floorplan: 0.5352 / 20
CTS: 0.7648 / 99
global route: 0.7236 / 99
[worst min-delay path, cell delays in order]
cell and delay, ns:
buf_12 0.09, buf_6 0.09, nor4b_4 0.03, buf_2 0.10
[cell usage after synthesis]
master	n
and4_1	1
and4b_1	4
and4bb_1	3
and4bb_2	3
buf_4	4
nor4_2	1
nor4b_2	4
[layer usage]
layer  up-vias  routed length [µm]
met3         0                 148
met2        17                 495
met5         -                   0
met1       154                 551
li1        158                   -
met4         0                   0
[timing repair]
item / 4_1_cts / 5_1_grt
pin swaps: 10 / 8
resized: 81 / 14
endpoints found under the setup margin: 16 / 16
gates cloned: 1 / 0
buffers inserted: 12 / 3
