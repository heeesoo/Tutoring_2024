$ cat ./config.mk
export PLATFORM = sky130hd
export DESIGN_NAME = door_lock
export DESIGN_NICKNAME = door_lock
export VERILOG_FILES = /design/flow/design.v
export SDC_FILE = /design/flow/constraint.sdc
export NUM_CORES = 4
export LEC_CHECK = 1
export CORE_AREA = 10 10 81 81
export DIE_AREA = 0 0 91 91
$ cat ./design.v
module door_lock #(
    parameter IDLE = 3'h0,
    parameter WAIT = 3'h1,
    parameter FIRST = 3'h2,
    parameter OK = 3'h3,
    parameter FAIL = 3'h4,  
    parameter FAIL_WAIT = 3'h5
)(
    input clk,
    input n_rst,
    input start,
    input button_0,
    input button_1,
    input button_2,
    output reg led_ok,
    output reg led_fail,
    output reg led_0,
    output reg led_1,
    output reg led_2
);
reg b0_d1;
reg b0_d2;
reg b1_d1;
reg b1_d2;
reg b2_d1;
reg b2_d2;
wire b0_on;
wire b1_on;
wire b2_on;
reg [2:0] n_state;  
reg [2:0] c_state;  
always @(posedge clk or negedge n_rst) begin
    if (!n_rst) begin 
        c_state <= IDLE;
    end
    else begin
        c_state <= n_state;
    end
end
always @(posedge clk or negedge n_rst) begin
    if (!n_rst) begin
        b0_d1 <= 1'b0;
        b0_d2 <= 1'b0;
    end
    else begin
        b0_d1 <= button_0;
        b0_d2 <= b0_d1;
    end
end
always @(posedge clk or negedge n_rst) begin
    if (!n_rst) begin
        b1_d1 <= 1'b0;
        b1_d2 <= 1'b0;
    end
    else begin
        b1_d1 <= button_1;
        b1_d2 <= b1_d1;
    end
end
always @(posedge clk or negedge n_rst) begin
    if (!n_rst) begin
        b2_d1 <= 1'b0;
        b2_d2 <= 1'b0;
    end
    else begin
        b2_d1 <= button_2;
        b2_d2 <= b2_d1;
    end
end
assign b0_on = ((b0_d1 == 1'b0) && (b0_d2 == 1'b1)) ? 1'b1 : 1'b0;
assign b1_on = ((b1_d1 == 1'b0) && (b1_d2 == 1'b1)) ? 1'b1 : 1'b0;
assign b2_on = ((b2_d1 == 1'b0) && (b2_d2 == 1'b1)) ? 1'b1 : 1'b0;
always @(posedge clk or negedge n_rst) begin
    if (!n_rst) begin
        led_0 <= 1'b0;
        led_1 <= 1'b0;
        led_2 <= 1'b0;
    end
    else begin
        if (b1_on == 1'b1 && start == 1'b1) begin
            led_0 <= 1'b1;
            led_1 <= 1'b1;
            led_2 <= 1'b1;
        end
        else if (b1_on == 1'b0 && start == 1'b1) begin 
            led_0 <= led_0;
            led_1 <= led_1;
            led_2 <= led_2;
        end
        else begin
            led_0 <= 1'b0;
            led_1 <= 1'b0;
            led_2 <= 1'b0;
        end
    end
end
always @(posedge clk or negedge n_rst) begin
    if (!n_rst) begin
        led_ok <= 1'b0;
    end
    else begin
        if (c_state == OK) begin
            led_ok <= 1'b1;
        end
        else begin
            led_ok <= 1'b0;
        end
    end
end
always @(posedge clk or negedge n_rst) begin
    if (!n_rst) begin
        led_fail <= 1'b0;
    end
    else begin
        if (c_state == FAIL) begin
            led_fail <= 1'b1;
        end
        else begin
            led_fail <= 1'b0;
        end
    end
end
always @(c_state or b0_on or b1_on or b2_on or start) begin
    case(c_state) 
        IDLE : begin
            if (start == 1'b0) begin
                n_state = IDLE;
            end
            else begin  
                n_state = WAIT;
            end
        end
        WAIT : begin
            if (b0_on == 1'b0 && b1_on == 1'b0 && b2_on == 1'b1) begin
                n_state = FIRST;
            end
            else if (b0_on == 1'b0 && b1_on == 1'b0 && b2_on == 1'b0) begin
                n_state = WAIT;
            end
            else begin
                n_state = FAIL_WAIT;
            end
        end
        FIRST : begin
            if (b0_on == 1'b1) begin
                n_state = OK;
            end
            else if (b0_on == 1'b0 && b1_on == 1'b0 && b2_on == 1'b0) begin
                n_state = FIRST;
            end
            else begin
                n_state = FAIL_WAIT;
            end
        end
        OK : begin
            if (start == 1'b0) begin
                n_state = IDLE;
            end
            else begin
                n_state = OK;
            end
        end
        FAIL_WAIT : begin
            if (b2_on == 1'b1 || b1_on == 1'b1 || b0_on == 1'b1) begin
                n_state = FAIL;
            end
            else begin
                n_state = FAIL_WAIT;
            end
        end
        FAIL : begin
            if (start == 1'b0) begin
                n_state = IDLE;
            end
            else begin
                n_state = FAIL;
            end
        end
        default : begin
            n_state = IDLE;
        end
    endcase
end
endmodule
$ cat ./run.sh
#!/bin/bash
# OpenROAD 26Q1-2900-gdf79404cd8, Yosys 0.63+post, stock flow scripts
make -C /OpenROAD-flow-scripts/flow DESIGN_CONFIG=/design/flow/config.mk WORK_HOME=/design/flow/orfs finish
$ cat ./constraint.sdc
current_design door_lock

set clk_period 1.8
set clk_io_pct 0.2

create_clock -name clk0 -period $clk_period [get_ports {clk}]

set non_clock_inputs [all_inputs -no_clocks]
set_input_delay [expr $clk_period * $clk_io_pct] -clock clk0 $non_clock_inputs
set_output_delay [expr $clk_period * $clk_io_pct] -clock clk0 [all_outputs]
==> flow_summary.toml <==
# implementation run metrics
[critical_path]
path_class = "reg2out"
path_max_fanout = 4
required_worst_endpoint_ns = 1.44
worstPathBufferInverterCount = 1
setup_crit_end_kind = "output pin"
worstPathArrival_ns = 1.11
worst_path_largest_cell_delay_ns = 0.49
worst_setup_sp_type = "flop"
cp_top_family = "buffers and inverters"
crit_path_cell_trace = "clkdlybuf4s50_1"
cpMaxStageDelayCell = "sky130_fd_sc_hd__clkdlybuf4s50_1"

[sta]
worst_slew_pin_slew_ns = 0.1913
final-setup-viol-count = 0
final_critical_path_share_of_the_clock_period = 0.8155
hold-worst-slack_ns = 0.3790
tns_ns = 0
setup_repair_after_global_routing_missed_its_margin = "no"
clock-skew-final_ns = 0.002423
achievable-frequency_mhz = 681.2
timing_max_transition_violations_final = 0
finalWorstPathRequiredPeriod_ns = 1.468
maxSlewHeadroom = 0.8722
final_hold_viol_count = 0
timing.final.ws_setup_ns = 0.3321

[global_route]
globalRoute.totalOverflow = 0
grt_pass1_wl_um = 1600
grt.total_usage = 0.02316
pin_count_of_the_biggest_net_entering_global_routing = 16
via_count_of_the_first_global_routing_pass = 330
number_of_antenna_violations_at_the_first_check_in_global_routing = 0

[power_and_ir_drop]
ratio_of_total_power_to_cell_area_nw_per_um2 = 965.4
worst_ir_drop_vdd_mv = 0.4393
leakage_nw = 0.3176
total_power_mw = 0.7320

[clock_tree]
post_cts.repair.setup_buffers = 0
post_cts.resized_instances = 0
cts_bufs_inserted = 3
clock_tree.htree_level_count = 1
clk_root_buffer_cell = "sky130_fd_sc_hd__clkbuf_8"
quantity_of_hold_fixing_buffers_added_after_cts = 0
clkSinkCount = 15
cts_max_path_buffers = 2
cts_tree = "yes"
worstSkewPairLatency_ns = 0.24
cts.reportedPaths.clkPinSlew_ns = 0.06

[floorplanning]
core_util_floorplan = 0.1114
floorplan.die.height_um = 91
die-area_um2 = 8281
core_area_um2 = 4817
die.size.x_um = 91
num_rows = 25
ios = 11

[yosys]
ys_cells = 36
synth_largest_type_area_fraction = 0.6527
yosysWarnings = 1
post_synth.cell_area_avg_um2 = 14.91
post_synthesis_chip_area_from_yosys_um2 = 536.8
synth_seq_share = 0.7016
synth_cell_type_count = 18
syn_inst = 36
netlist.top_cell.by_area = "sky130_fd_sc_hd__dfrtp_1"
synth_flop_count = 15
topCellsByArea = "sky130_fd_sc_hd__dfrtp_1 65%, sky130_fd_sc_hd__nor2b_4 5.1%, sky130_fd_sc_hd__dfstp_2 4.9%"
mappedNetlistArea_um2 = 536.8

[flow_run]
max_cap_viol_count = 0
stage_log_warnings = 25

[placed_design]
dp_hpwl_um = 694.6
place.port_buffers = 10
placement.setup.worst_slack_ns = 0.5786
globalplace.congestion = 0.6411

[finish]
area_growth_pct = 41.26
fill_cells = 539
layout_top_cell_excl_fill_tap = "sky130_fd_sc_hd__dfrtp_1"
final_layout_size_suffix_gt1_frac = 0.1837
most_instantiated_logic_cells_after_routing = "14 x sky130_fd_sc_hd__dfrtp_1, 10 x sky130_fd_sc_hd__clkdlybuf4s50_1, 3 x sky130_fd_sc_hd__clkbuf_8"

[route]
detail_route.wl_per_cell_um = 7.914
drt-vias-per-instance = 2.802
firstDrtPassIters = 4
wl_um = 918
wl_met1_um = 413
num_vias = 325
remaining_drc_errors = 0
detailroute.wirelength.met2_um = 368
dr_wl_met3_um = 129
detailedRoute.firstIterationViolations = 39
drt.antenna.violating_nets = 0
highest-signal-layer = "met4"
antenna_cells_inserted = 0

[outcome]
run_status = "completed"

[hold_path]
hold_class = "reg2reg"
[where the power goes]
group	total [mW]	leakage, nW	switching (mW)	internal, mW
clock network	0.264	0.0228	0.107	0.156
logic	0.0775	0.110	0.0275	0.0501
registers	0.391	0.185	0.0195	0.371
total	0.732	0.318	0.154	0.578
[cells in the mapped netlist (all sizes together)]
cell and number:
nor3 2, a22o 1, mux2i 2, a32o 1, inv 2, buf 2
o21a 1, dfstp 1, nand2 1, a2bb2oi 1, nor2 2, o21ai 1
dfrtp 14, nand2b 1, nor3b 1, nor2b 2, a21oi 1
[state kept, by name, indices dropped and copies added, names as in the netlist]
register,count
b0_d2,1
b1_d1,1
b2_d1,1
b1_d2,1
b0_d1,1
b2_d2,1
led_fail,1
c_state,6
led_ok,1
led_2,1
[cells by family (layout without fill, tap and decap cells)]
logic type,count (synthesis),after routing,synth area share
AND/OR/NAND/NOR,9,9,0.1352
buffers and inverters,4,17,0.04196
AND-OR/OR-AND,6,6,0.08391
multiplexers,2,2,0.03730
flip-flops,15,15,0.7016
[layout make-up]
cell class,count,area (um2),area share
Tap cell,67,83.83,0.1106
Multi-Input combinational cell,17,137.6,0.1815
Timing Repair Buffer,11,107.6,0.1419
Inverter,2,7.507,0.009901
Sequential cell,15,376.6,0.4967
Clock buffer,4,45.04,0.05941
[final timing paths]
path	start	to	slack [ns]	cells past startpoint
max	led_2	led_1	0.33	1
min	b2_d1	b2_d2	0.38	0
max reg2reg	b1_d1	c_state[3]	0.80	3
min reg2reg	b2_d1	b2_d2	0.38	0
max in group asynchronous	n_rst	c_state[0]	1.13	2
min in group asynchronous	n_rst	led_fail	0.43	2
[worst reg2reg max path, cell delays in order, from the launching register on]
cell and delay, ns:
sky130_fd_sc_hd__dfrtp_1 0.40, sky130_fd_sc_hd__nor2b_4 0.19, sky130_fd_sc_hd__nor2_2 0.07, sky130_fd_sc_hd__a32o_1 0.24
[through the flow]
| step | instance area, um2 | utilization | instances |
|---|---|---|---|
| after global routing | 758.2 | 0.1574 | 116 |
| after global placement | 713.2 | 0.1481 | 112 |
| after floorplan | 536.8 | - | 36 |
| after CTS | 758.2 | 0.1574 | 116 |
| after detailed placement | 713.2 | 0.1481 | 112 |
| final | 758.2 | 0.1574 | 116 |
[layer usage]
layer / vias up / global-route usage
met3: 2 / 0.02075
met1: 162 / 0.03093
met5: - / 0
met2: 12 / 0.02745
met4: 0 / 0.002611
li1: 149 / -
Power is estimated from default activity; no workload was simulated.
