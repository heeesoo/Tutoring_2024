**flow/config.mk**
```make
export PLATFORM = sky130hd
export DESIGN_NAME = adder
export DESIGN_NICKNAME = adder
export VERILOG_FILES = /design/flow/design.v
export SDC_FILE = /design/flow/constraint.sdc
export NUM_CORES = 4
export LEC_CHECK = 1
export CORE_AREA = 10 10 70 70
export DIE_AREA = 0 0 80 80
```
**flow/constraint.sdc**
```tcl
current_design adder

set clk_period 5.7
set clk_io_pct 0.2

create_clock -name clk0 -period $clk_period

set non_clock_inputs [all_inputs -no_clocks]
set_input_delay [expr $clk_period * $clk_io_pct] -clock clk0 $non_clock_inputs
set_output_delay [expr $clk_period * $clk_io_pct] -clock clk0 [all_outputs]
```
**flow/design.v**
```verilog
module adder (
    input   [7:0]   a,
    input   [7:0]   b,
    input           ci,
    output  [7:0]   s
);
wire c_w;
wire co;
adder_4bit u_adder_4bit_0(
    .a(a[3:0]),
    .b(b[3:0]),
    .s(s[3:0]),
    .ci(ci),
    .co(c_w)
);
adder_4bit u_adder_4bit_1(
    .a(a[7:4]),
    .b(b[7:4]),
    .s(s[7:4]),
    .ci(c_w),
    .co(co)
);
endmodule
module adder_4bit(
    input [3:0] a,
    input [3:0] b,
    input ci,
    output [3:0] s,
    output co
);
wire cw1;
wire cw2;
wire cw3;
full_adder u_full_adder_0(
    .a(a[0]),
    .b(b[0]),
    .s(s[0]),
    .ci(ci),
    .co(cw1)
);
full_adder u_full_adder_1(
    .a(a[1]),
    .b(b[1]),
    .s(s[1]),
    .ci(cw1),
    .co(cw2)
);
full_adder u_full_adder_2(
    .a(a[2]),
    .b(b[2]),
    .s(s[2]),
    .ci(cw2),
    .co(cw3)
);
full_adder u_full_adder_3(
    .a(a[3]),
    .b(b[3]),
    .s(s[3]),
    .ci(cw3),
    .co(co)
);
endmodule
module full_adder(
    input   a,
    input   b,
    input   ci,
    output  s,
    output  co
);
wire    s_w;
wire    c_w1;
wire    c_w2;
assign s_w = a ^ b;
assign c_w1 = a & b;
assign s = s_w ^ ci;
assign c_w2 = s_w & ci;
assign co = c_w1 | c_w2;
endmodule
```
**flow/run.sh**
```bash
#!/bin/bash
# OpenROAD 26Q1-2900-gdf79404cd8, Yosys 0.63+post, stock flow scripts
make -C /OpenROAD-flow-scripts/flow DESIGN_CONFIG=/design/flow/config.mk WORK_HOME=/design/flow/orfs finish
```
==> summary.txt <==
The following summarizes the physical implementation.

Setup path
STA puts the critical path data arrival time at 4180 ps. The kind of start point of the critical path is a primary input. The class of the most critical setup path is primary input to output pin.

According to the timing report, the data required time at the worst endpoint equals around 4600 ps. STA classifies the critical path endpoint as an output pin. Max fanout on the critical path was recorded as 1.

GRT
The most utilized layer in the global route result is met1. The met2 track demand over resource in global routing is 2.57%. The via count of the first global-routing pass was 217.

The number of antenna violations at the first check in global routing is 0. The first-pass GRT wire length is about 1.1 mm. For this run, global-route usage on met3 was measured as 2.50%. Global routing used 2.31% of the available tracks across all layers. The largest net degree at the start of global routing is 2. The met1 track demand over resource is 3.05%. The global route total overflow is 0.

Floorplan
Per the OpenROAD floorplan log, the area of the core is 0.00342 mm². The share of the core area taken by cells at floorplan is under 10%. The overall die area is 0.00640 mm².

The die span in y is roughly 80 µm. The I/O pin total is 25. Row generation in the floorplan step produced 21 rows. The horizontal die dimension is 80 µm.

STA
The count of final max-slew check failures is 0. Post-route period utilization is reported as around 93%. The transition time recorded at the tightest slew-check pin is between 100 and 150 ps.

Per the timing report, the achievable frequency comes out to 0.188 GHz. Setup repair after global routing left no endpoint under its margin. The final hold violation count recorded for this run is 0. The slew check shows that the tightest pin keeps a relative margin of between 90% and 100%. The final tally of setup violations is 0. The total negative slack is 0 ps. The final period demand of the worst path is around 5300 ps.

Detailed routing
After detailed routing, the average wire length per cell comes to 9.26 µm. The overall routed net length is 778 µm. The via-per-instance ratio is 2.21. The routed design ends up with an antenna cell count of 0.

The post-detailed-route count of antenna-violating nets is 0. Once iteration 0 of detailed routing completed, the report listed 0 DRC markers. The count of TritonRoute iterations in the first routing pass is 1. The DRC violation total left in the routed layout is recorded as 0. Per the detail_route report, the via count comes to ~190.

Finish
In the final layout, the fill cell count is 396. The highest-count logic cell in the final layout is sky130_fd_sc_hd__clkdlybuf4s50_1. Registers take 0 µm². In the layout the commonest cells are sky130_fd_sc_hd__clkdlybuf4s50_1 (23), sky130_fd_sc_hd__fa_2 (6), sky130_fd_sc_hd__inv_1 (3). The share of post-route cells with drive strength above 1 is 21.1%. The final-layout clock buffer total is 0. The flop count is 0.

The area growth from synthesis to layout is 110%. The finished layout holds 84 standard cells, fillers aside.

Synth
The share of cell area taken by muxes after synthesis is 0%. Per Yosys stat, the portion of area used by sequential elements is 0%. For this design, Yosys synthesis ends with a cell count of 21.

For reference, the top logic cell family by area is adder cells. The average instance in the mapped netlist occupies 11.6 µm². The total of warnings raised by yosys is 0. The synthesized netlist handed to floorplanning was reported with a cell count of 21.

The netlist uses 4 different library cells. Per the synthesis report, the AND-OR/OR-AND share of the synthesized area is 0%. The chip area from the yosys synthesis statistics is 243 µm². The netlist area before placement is 243 µm². The share of synthesized cell area in and, or, nand and nor gates is 0%. The arithmetic-cell share of the synthesized area counting full adders, half adders and majority gates is 57.7%. For reference, XOR and XNOR gates occupy roughly a tenth of the area reported after synthesis.

Min path
The number of cells on the worst hold path is listed as 3. The classification of the worst-slack hold path is primary input to output pin. STA shows the worst min-delay path finishing at s[7]. The hold path startpoint is b[7].

Place
The placed wire-length estimate is 756 µm. The buffer_ports step reported a buffer count of 25. The cell total after placement is between 80 and 90. The final weighted congestion recorded by global placement is just over 0.8.

Job
The tool flagged a number of max-cap violations equal to 0. The number of warnings in the stage logs is 32.

Pwr
The total power after layout is 46.7 µW. The leakage component of the power was reported as 0.000202 µW. Per the power-grid run, VDD falls by no more than 0.0342 mV. The script computed a power per unit cell area of 91.5 mW/mm².

CTS
Post-CTS timing repair inserted 0 buffers for setup. In this run, post-CTS hold repair placed 0 buffers.

Status
The run finished with clean final reports.
[layer usage]
metal  up-vias  wire length, µm
met5         -                0
met4         0                0
met3         0              240
met2        24              228
met1        77              308
li1         85                -
[stage by stage]
stage               utilization, %  area, µm²  setup WS, ps  hold WS (ps)
floorplan                        -        243           441          2480
global placement              14.4        490          -400          3280
detailed placement            14.4        490          -424          3300
CTS                           14.8        505          13.5          3330
global route                  14.9        510           256          3090
finish                        14.9        510           385          3040
[kinds of logic after synthesis]
kind of cell             count (synthesis)
adder cells (fa/ha/maj)                  7
buffers and inverters                   13
XOR/XNOR                                 1
[layout make-up]
| class | count | area, µm² | share of cell area [%] |
|---|---|---|---|
| repair buffers | 25 | 255 | 50.0 |
| inverters | 5 | 18.8 | 3.68 |
| multi-input cells | 8 | 179 | 35.0 |
| well taps | 46 | 57.6 | 11.3 |
[worst max-delay path, stage by stage]
cell	delay [ps]
sky130_fd_sc_hd__clkdlybuf4s50_1	410
sky130_fd_sc_hd__inv_2	60
sky130_fd_sc_hd__fa_1	150
sky130_fd_sc_hd__inv_1	50
sky130_fd_sc_hd__fa_2	330
sky130_fd_sc_hd__fa_2	340
sky130_fd_sc_hd__fa_2	340
sky130_fd_sc_hd__fa_2	340
sky130_fd_sc_hd__fa_2	520
sky130_fd_sc_hd__clkdlybuf4s50_1	470
[power breakdown]
part	switching, µW	leakage [µW]	total [µW]	internal, µW
combinational	12.0	0.000202	46.7	34.7
sequential	0	0	0	0
clock	0	0	0	0
[synth_stat cells]
| master | instances | share of area, % |
|---|---|---|
| sky130_fd_sc_hd__xor3_1 | 1 | 9.8 |
| sky130_fd_sc_hd__buf_4 | 8 | 25 |
| sky130_fd_sc_hd__fa_1 | 7 | 58 |
| sky130_fd_sc_hd__inv_1 | 5 | 7.7 |
[timing repair]
action                     4_1_cts  5_1_grt
gates resized                    7        3
pin swaps                        1        0
setup endpoints to repair        2        2
[how the worst max path moves through the flow]
stage / slack (ps) / endpoint / from
finish: 380 / s[5] / a[0]
global route: 260 / s[7] / a[0]
CTS: 10 / s[7] / a[0]
Power figures rest on the tool's default switching activity, not on a simulated workload.
